==> flow/design.v <==
module ALU (
	input  logic [31:0] a,
	input  logic [31:0] b,
	input  logic [3:0]  alu,
	output logic [31:0] result
);
	always_comb
	begin 	
		case(alu)
			4'b0000: result = $signed(a) + $signed(b);  
			4'b0001: result = $signed(a) - $signed(b);  
			4'b0010: result = a << b[4:0]; 			    
			4'b0011: 
			begin 
				if ($signed(a) < $signed(b)) 
				begin
					result = 32'd1;                     
				end
				else 
				begin
					result = 32'd0;
				end
			end
			4'b0100: 
			begin 
				if (a < b) 
				begin
					result = 32'd1;                     
				end
				else 
				begin
					result = 32'd0;
				end
			end 
			4'b0101: result = a ^ b;                    
			4'b0110: result = a >> b[4:0];              
			4'b0111: result = a >>> b;                  
			4'b1000: result = a | b;                    
			4'b1001: result = a & b;                    
			4'b1010: result = b;                        
			default: result = a + b; 
		endcase
	end
endmodule: ALU
==> flow/run.sh <==
#!/bin/bash
# OpenROAD 26Q1-2900-gdf79404cd8, Yosys 0.63+post, stock flow scripts
make -C /OpenROAD-flow-scripts/flow DESIGN_CONFIG=/design/flow/config.mk WORK_HOME=/design/flow/orfs finish
==> flow/config.mk <==
export PLATFORM = sky130hd
export DESIGN_NAME = ALU
export DESIGN_NICKNAME = ALU
export VERILOG_FILES = /design/flow/design.v
export SDC_FILE = /design/flow/constraint.sdc
export NUM_CORES = 4
export LEC_CHECK = 1
export CORE_UTILIZATION = 30
==> flow/constraint.sdc <==
current_design ALU

set clk_period 12.4
set clk_io_pct 0.2

create_clock -name clk0 -period $clk_period

set non_clock_inputs [all_inputs -no_clocks]
set_input_delay [expr $clk_period * $clk_io_pct] -clock clk0 $non_clock_inputs
set_output_delay [expr $clk_period * $clk_io_pct] -clock clk0 [all_outputs]
==> summary.txt <==
Implementation numbers.

- The flow ran to the end, and the final reports show no timing, DRC or antenna violations.
- The clock buffers instantiated in the layout total 0.
- The overall die size recorded for this design is 0.0299 mm^2.
- After detailed routing, the average wire length per cell comes to 25.7 um.
- The tally of max-capacitance violations is 0.
- The total of warnings raised by yosys is 1.
- The first global-routing pass estimated 61.9 mm of wire.
- The portion of synthesized area spent on multiplexers is 0.199.
- For reference, the critical path cell chain is clkdlybuf4s50_1 -> buf_4 -> clkinv_1 -> ha_1 -> a21o_1 -> a21oi_1 -> a211oi_1 -> nor2_1 -> a31oi_1 -> a21o_1 -> a2111oi_0 -> nor4_1 -> o311ai_1 -> clkdlybuf4s50_1.
- STA classifies the critical path endpoint as an output pin.
- Per the synthesis report, the adder-cell share of the synthesized area is 0.143.
- The global route total overflow is 0.
- The setup violation total in the final timing report is 0.
- Per the OpenROAD floorplan log, the height of the die is 173 um.
- Power spread over the standard cell area amounts to slightly below 50 mW/mm^2.
- Summed over all cells, the static leakage comes to 3.94 nW.
- The number of placement rows is 62.
- The critical path contains buffers and inverters numbering 4 combined.
- The post-route fraction of the period consumed by the critical path is 0.788.
- The cell area after technology mapping is 0.00876 mm^2.
- The setup TNS is 0 ns.
- The net switching power in the latest report is approximately 0.29 mW.
- Per the gpl log, the routability congestion estimate is between 1 and 1.5.
- In this design, the stage delay of the slowest critical-path cell is around 0.63 ns.
- The class of the worst hold path is in -> out.
- After synthesis, the chip area reported by Yosys is 0.00876 mm^2.
- In this build the clock could be raised as far as 0.102 GHz.
- The number of cells in the design after placement is 1620.
- The OpenROAD report gives the critical path a required time of 9.92 ns.
- The final routed wirelength across all metal layers is 41.6 mm.
- The number of global-route vias before repair is between 9000 and 10000.
- The main logic family after synthesis is AND-OR/OR-AND gates.
- The post-route antenna net violation count is 0.
- The routed design could run at a clock period as short as 9.77 ns.
- The max-slew violation total from the final report is 0.
- The synthesis-to-layout area growth is 13.8%.
- Of the cells placed in the final design, the portion with a size suffix greater than 1 is 0.107.
- The cell type group with the largest total delay on the critical path is AND-OR/OR-AND gates.
- The measured slew at the worst slew-check pin is 0.820 ns.
- Setup repair after global routing left no endpoint under its margin.
- The leading cell type by number of instances after synthesis is nor2_1.
- The cell type with the largest total area is ha_1.
- The internal power of the cells totals 0.199 mW.
- Per the final timing report, the hold violations number 0.
- The residual DRC count is 0.
- The tally of buffers added on design ports is 100.
- Of the total synthesized cell area, the portion taken by XOR and XNOR cells is 0.00700.
- The number of sequential storage elements is 0.
- The sequential fraction of the synthesis area is 0.
- The maximum fanout encountered on the critical timing path is 28.
- The number of unique standard cell types used by synthesis is 90.
- The number of antenna violations at the first check in global routing is 1.
- The quantity of gates resized following cts is 0.
- Once detailed placement completed, the half-perimeter wirelength came to 32.8 mm.
- The peak supply drop is 18.2 uV.
- The area occupied by registers is 0 um^2.
- The hold-fix buffer count after cts is 0.
- Per the log, the first TritonRoute iteration ended with a DRC count of 1255.
- Once the clock tree was built, the setup fixing pass inserted 0 buffers.
- The count of boundary I/O pins is about 100.
- The post-synthesis average cell area is 7.26 um^2.
- Across every metal layer, demand over resource in global routing totals 0.276.
- The slowest stage of the critical path is the ha_1 cell.
- For this run, the script counts the antenna cells in the layout as 0.
- Of the total synthesized cell area, the portion taken by AND, OR, NAND and NOR gates is 0.189.
- The number of standard cells in the layout, taps in and fillers out is about 1600.
- Per the detail_route report, the via count comes to 10313.
- Of the post-synthesis cell area, the dominant cell type holds 0.139.
- The critical path arrival is 7.29 ns.
- Using the TritonRoute via totals, the vias-per-cell ratio works out to between 6 and 7.
- The setup path with the least slack is of type in -> out.
- In the synthesized netlist, the cells that appear most often are nor2_1 (119), a21oi_1 (100), inv_1 (98).
- The sequential cell fraction of total power is 0.
- The relative slew slack is 0.448.
- In the floorplan report the effective utilization is 0.305.
- The floorplan step set the die width to 173 um.
- Counting every instance in the synthesized netlist gives 1206.
- The pre-antenna-repair detailed-routing pass consisted of 6 iterations.
- Entering global routing, the biggest net connects around 63 pins.
- The power report attributes to the combinational group a share of 1.000.
- The cell-mix breakdown from Yosys lists the compound-gate area share as 0.364.
- Per the Yosys statistics, synthesis produced 1206 cells.
- The tool warning count for the run is 97.
- The power report attributes to the clock group a share of 0.
- The total area inside the core boundary comes to 0.0287 mm^2.
- The worst setup path is launched from a primary input.
- The script computed the net switching share of total power as 0.592.
- After synthesis, the cell types taking the most area are ha_1 (14%), mux4_2 (13%), a21oi_1 (5.7%).
[metrics by stage]
stage	utilization	setup slack [ns]	total power [mW]	hold WS (ns)	instance area [um^2]
finish	0.347	2.63	0.488	6.13	9970
global route	0.347	2.29	0.521	6.20	9970
CTS	0.347	2.67	0.477	6.13	9970
detailed placement	0.347	2.70	0.474	6.13	9970
global placement	0.347	2.75	0.478	6.13	9970
floorplan	-	4.20	0.290	5.12	8760
[layout by cell type (no fill, tap or decap), types with 20 or more instances in the layout]
cell type and n:
o22ai_1 20, mux2i_1 44, o211ai_1 22, ha_1 97
clkdlybuf4s50_1 97, nor3_1 30, a221oi_1 33, mux4_2 49
buf_4 26, a21oi_1 100, nand2_1 86, inv_1 98
nor2_1 118, o21ai_0 67
[final cells by class]
cell class,count,area (um^2)
repair buffers,125,1180
multi-input cells,1006,7920
well taps,384,480
fillers,3087,18700
inverters,105,394
[power by group through the flow]
stage     combinational, mW  sequential [mW]  clock [mW]
4_1_cts               0.477                0           0
5_1_grt               0.521                0           0
6_report              0.488                0           0
[logic make-up (layout without fill, tap and decap cells)]
kind of cell,after synthesis,after routing
AND-OR/OR-AND,447,447
AND/OR/NAND/NOR,346,346
XOR/XNOR,7,7
multiplexers,107,107
buffers and inverters,200,230
adder cells (fa/ha/maj),99,99
[final timing paths]
kind	end	startpoint	cells past startpoint
worst max-delay path	result[30]	b[4]	14
worst min-delay path	result[0]	b[0]	6
[layer usage]
| metal | global-route usage | part of all wire |
|---|---|---|
| met2 | 0.417 | 0.43 |
| met5 | 0 | 0.00031 |
| met3 | 0.0585 | 0.10 |
| met4 | 0.0601 | 0.027 |
| met1 | 0.407 | 0.44 |
[worst min-delay path, stage by stage]
cell and delay, ns:
buf_4 0.29, a221oi_1 0.15, o221ai_1 0.07, o22ai_1 0.10, nand3_1 0.09, clkdlybuf4s50_1 0.46
No activity file was given, so power comes from the tool's default toggle rates.
