<file path="config.mk">
export PLATFORM = sky130hd
export DESIGN_NAME = regfile
export DESIGN_NICKNAME = regfile
export VERILOG_FILES = /design/flow/design.v
export SDC_FILE = /design/flow/constraint.sdc
export NUM_CORES = 4
export LEC_CHECK = 1
export CORE_UTILIZATION = 40
</file>
<file path="constraint.sdc">
current_design regfile

set clk_period 6.4
set clk_io_pct 0.2

create_clock -name clk0 -period $clk_period [get_ports {Clk}]

set non_clock_inputs [all_inputs -no_clocks]
set_input_delay [expr $clk_period * $clk_io_pct] -clock clk0 $non_clock_inputs
set_output_delay [expr $clk_period * $clk_io_pct] -clock clk0 [all_outputs]
</file>
<file path="design.v">
module regfile (
	input  logic        Clk, 
	input  logic        RegWrite, 
	input  logic [4:0]  raddr1,
	input  logic [4:0]  raddr2,
	input  logic [4:0]  waddr, 
	input  logic [31:0] wdata, 
	output logic [31:0] rdata1, 
	output logic [31:0] rdata2
);
	logic [31:0] Reg [0:31];
	integer k;
	assign rdata1 = Reg[raddr1];
	assign rdata2 = Reg[raddr2];
	initial
	begin
		for ( k = 0 ; k < 32 ; k = k + 1 ) 
		begin
			Reg[k] = 32'h00000000;
		end
	end
	always @(negedge Clk)
	begin
		if (RegWrite & waddr != 5'd0) 	
		begin
			Reg[waddr] <= wdata;
		end
	end
endmodule: regfile
</file>
<file path="run.sh">
#!/bin/bash
# OpenROAD 26Q1-2900-gdf79404cd8, Yosys 0.63+post, stock flow scripts
make -C /OpenROAD-flow-scripts/flow DESIGN_CONFIG=/design/flow/config.mk WORK_HOME=/design/flow/orfs finish
</file>
==> flow_metrics.env <==
# physical design summary
export IMPL_edf_count=1024
export IMPL_ys_cells=3387
export IMPL_async_flop_share_pct=0
export IMPL_total_power_uw=18100
export IMPL_htreeDepth=3
export IMPL_ff_latch_area_um2=30700
export IMPL_antenna_found_initial=2
export IMPL_layout_drive_gt1_share_pct=13.7
export IMPL_top_register="Reg"
export IMPL_drt_iter0_drc=2171
export IMPL_cts_inserted_buffers=115
export IMPL_core_um2=120000
export IMPL_ys_seq_share_pct=63.1
export IMPL_crit_buf_inv=2
export IMPL_wl_um=153000
export IMPL_dpl_cell_area_um2=53800
export IMPL_peakVddDrop_mv=0.259
export IMPL_globalRoute_totalOverflow=0
export IMPL_utilization_pct=51.5
export IMPL_dr_wl_met3_um=19400
export IMPL_hpwl_um=88500
export IMPL_violations="negative setup slack"
export IMPL_tightestPinTransition_ns=0.943
export IMPL_rsz0062_at_grt="yes"
export IMPL_clkPwrFrac_pct=49.6
export IMPL_critPathCaptureType="output port"
export IMPL_wl_per_cell_um=24.1
export IMPL_grt_pass1_vias=37563
export IMPL_clkTransAtPathRegs_ns=0.03
export IMPL_portBuffers=112
export IMPL_rows=127
export IMPL_top_cell_area_share_pct=63.1
export IMPL_synth_top_cell_by_area="edfxtp_1"
export IMPL_drc=0
export IMPL_m1WireLength_um=56400
export IMPL_arrival_ns=5.38
export IMPL_grt_usage_pct=26.7
export IMPL_die_w_um=351
export IMPL_worst_path_max_delay_cell="edfxtp_1"
export IMPL_area_leaders="edfxtp_1 (63%), mux2i_1 (21%), a22oi_1 (3.0%)"
export IMPL_crit_family="AND-OR/OR-AND gates"
export IMPL_design_area_um2=62000
export IMPL_powerDensity_nw_per_um2=291
export IMPL_holdBufCountCts=0
export IMPL_worst_slew_margin_rel_pct=37.1
export IMPL_cp_start_kind="flop"
export IMPL_synthToLayoutAreaGrowth_pct=27.1
export IMPL_cts_num_sinks=1024
export IMPL_cts_tree="done"
export IMPL_reg_largest_list="Reg x1024"
export IMPL_ioPinCount=113
export IMPL_synthFlopType="edfxtp_1"
export IMPL_min_path_type="input port to output port"
export IMPL_swShare_pct=29.1
export IMPL_logic_area_um2=17800
export IMPL_gp_congestion=0.862
export IMPL_grt_first_pass_wirelength_um=221000
export IMPL_worst_ep_required_time_ns=5.12
export IMPL_largest_reg_flops=1024
export IMPL_cts_buffer_depth=3
export IMPL_avgViaCountPerCell=5.47
export IMPL_cpPeakStageDelay_ns=0.38
export IMPL_die_area_um2=123000
export IMPL_synth_area_um2=48800
export IMPL_fill_cells=9886
export IMPL_ant_nets=0
export IMPL_drv_slew=0
export IMPL_ys_seq_elements=1024
export IMPL_cts_root_buf="clkbuf_16"
export IMPL_p_switching_uw=5260
export IMPL_p_int_uw=12800
export IMPL_ys_types=25
export IMPL_setup_viol=59
export IMPL_critPathMaxFanout=2
export IMPL_combPwrFrac_pct=8.4
export IMPL_dr_pass1_iters=9
export IMPL_dr_total_vias=34701
export IMPL_ys_area_um2=48800
export IMPL_hold_violations=0
export IMPL_leakage_uw=0.0270
export IMPL_diodes=0
export IMPL_synth_area_per_cell_um2=14.4
export IMPL_yosysWarnings=1
export IMPL_synthCells=3387
export IMPL_path_class="flop to output port"
export IMPL_maxCapViolCount=0
export IMPL_timing_critical_path_cells="mux2i_1, a22o_1, nor3_2, a31oi_1, nand3_1, buf_12, buf_6"
export IMPL_grt_start_max_net_pins=77
export IMPL_die_h_um=351
export IMPL_top_layer="met5"
export IMPL_setup_slack_ns=-0.257
export IMPL_fp_util_pct=40.5
export IMPL_warnings=1030
export IMPL_top_cells_by_count="edfxtp_1 (1,024), mux2i_1 (1,024), nand2_1 (195)"
export IMPL_status="finished, violations left"
export IMPL_wl_met2_um=71300
export IMPL_p_seq_share_pct=42.0
==> final cells by class <==
type / instances / area share [%]
sequential: 1024 / 49.6
timing repair buffer: 328 / 6.14
tap: 1612 / 3.25
clock buffer: 116 / 4.68
clock inverter: 1121 / 7.59
multi-input combinational: 2140 / 28.7
==> layer usage <==
metal	track usage (%)	vias up
met5	0.235	-
met1	32.6	16649
li1	-	15877
met4	12.1	2
met2	38.1	1873
met3	16.9	300
==> stage by stage <==
| step | TNS (ns) | hold slack (ns) | setup WS [ns] | std cells |
|---|---|---|---|---|
| after floorplan | -208.65 | 2.82 | -0.500 | 3418 |
| after global placement | -17.77 | 3.77 | -0.103 | 5120 |
| after detailed placement | -21.01 | 3.75 | -0.114 | 5120 |
| after CTS | -8.57 | 3.40 | -0.273 | 6345 |
| after global routing | -11.98 | 3.45 | -0.360 | 6341 |
| final | -4.66 | 3.38 | -0.257 | 6341 |
==> layout by cell type (no fill, tap or decap), types with 3 or more instances in the layout <==
master and n:
nor3_2 40, clkinvlp_2 30, inv_4 14, clkinv_4 4, conb_1 32, a22o_1 127, nor2b_4 4, or3b_2 3
nand3_2 27, a21oi_1 192, nor3_4 11, nor2_4 33, mux2i_1 1023, nand3b_1 5, buf_6 19, a31oi_1 22
a31oi_2 28, clkbuf_16 116, buf_2 44, nand2b_2 4, nand3_4 6, nand3_1 161, clkdlybuf4s50_1 46, inv_6 4
a31oi_4 14, a22oi_1 190, buf_12 100, bufinv_16 13, inv_1 1053, nor3_1 13, buf_4 114, nand2_1 193
edfxtp_1 1024
==> final timing paths <==
kind                           startpoint          to  depth (start not counted)  slack (ns)
worst max-delay path  Reg[6][5]$_DFFE_NP_   rdata2[5]                          7       -0.26
worst min-delay path            raddr1[1]  rdata1[13]                          6        3.38
==> cells by family after synthesis <==
group | synth area share, %
multiplexers | 21.0
flip-flops | 63.1
AND-OR/OR-AND | 8.05
AND/OR/NAND/NOR | 4.71
buffers and inverters | 3.16
other | 0.00769
==> power groups by stage <==
stage / Sequential, µW / Combinational, µW / Clock (µW)
after CTS: 7580 / 1500 / 9220
final: 7580 / 1510 / 8960
after global routing: 7580 / 1610 / 10000
==> repair_timing <==
action | CTS | global route
pin swaps | 152 | 104
endpoints found under the setup margin | 64 | 64
buffers inserted | 3 | 0
gates resized | 350 | 42
==> tightest hold or removal path, delay by kind of cell <==
family | cells | cell delay [ns]
and+or+nand+nor | 2 | 0.19
muxes | 1 | 0.18
AOI/OAI and AO/OA | 1 | 0.06
buffers and inverters | 2 | 0.36
No activity file was given, so power comes from the tool's default toggle rates.
